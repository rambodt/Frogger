==> design.v <==
module clock_divider (clock, reset, divided_clocks); 
 input logic reset, clock; 
 output logic [31:0] divided_clocks = 0; 
 always_ff @(posedge clock) begin 
 divided_clocks <= divided_clocks + 1; 
 end 
endmodule
==> run.sh <==
#!/bin/bash
# OpenROAD 26Q1-2900-gdf79404cd8, Yosys 0.63+post, stock flow scripts
make -C /OpenROAD-flow-scripts/flow DESIGN_CONFIG=/design/flow/config.mk WORK_HOME=/design/flow/orfs finish
==> config.mk <==
export PLATFORM = sky130hd
export DESIGN_NAME = clock_divider
export DESIGN_NICKNAME = clock_divider
export VERILOG_FILES = /design/flow/design.v
export SDC_FILE = /design/flow/constraint.sdc
export NUM_CORES = 4
export LEC_CHECK = 1
export CORE_AREA = 10 10 91 91
export DIE_AREA = 0 0 101 101
==> constraint.sdc <==
current_design clock_divider

set clk_period 5.4
set clk_io_pct 0.2

create_clock -name clk0 -period $clk_period [get_ports {clock}]

set non_clock_inputs [all_inputs -no_clocks]
set_input_delay [expr $clk_period * $clk_io_pct] -clock clk0 $non_clock_inputs
set_output_delay [expr $clk_period * $clk_io_pct] -clock clk0 [all_outputs]
==> run notes <==
The flow ran to the end, and the final reports show no timing, DRC or antenna violations. The family with the most delay on the worst path is buffers and inverters. With the number of antenna violations at the first check in global routing at 0, the part of the total power dissipated in combinational logic is 0%. The adder and majority cell fraction of the synthesized area was 0.949%; the internal power consumption was 0.000399 W. Summed over all layers, the routed wires come to 2900 um. Pin placement for this block handled 34 I/O pins. At the worst endpoint, the required time is 4.32 ns. The flow reports that sequential cells draw 48.4% of the design power. According to the hold report, the worst path is of the reg -> reg type.

The detailed router finished its first iteration with 31 violations. The number of synthesized register bits works out to 32. In the final layout, the registers with the most flip-flops are divided_clocks: 32 flops.

The reported net switching power came out at 0.0000882 W. With the summed instance area of the synthesized netlist at 1320 um^2, the max-cap check violation count is 0. The area fraction in and, or, nand and nor cells after synthesis was 27.2%; the per-cell routed wire length was 12.1 um. For the number of DRC violations after detailed routing, the log shows 0. The count of cell types in the netlist is 24, and the flip-flop count of the largest register after layout is 32.

The core region is 6350 um^2. The worst setup path is launched from a flip-flop. With the switching part of the total at 18.1%, the signal arrival time at the worst endpoint is 1.23 ns. Setup repair after global routing left no endpoint under its margin. Total congestion overflow after global routing: 0. The synthesis report gives the async set-or-reset register share as 0%. In this run the tools logged warnings totalling 26. The logs give 1 for the count of yosys warnings during synthesis and 51.6% for the power share of the clock group.

The die outline width is 101 um, and the number of endpoints failing setup at the final stage is 0. At the floorplan stage, the core utilization is reported as 20.8%. The via count of the first global-routing pass was 969.

The worst path uses 42.9% of the clock period. The count of antenna-violating nets left after detailed routing is 0, and the number of max-slew violations in the final report is 0. Post-synth tally of flip-flops with integrated enable: 0.

In this run, the synthesized area fraction spent on AND-OR/OR-AND gates is recorded as 0%. Clock tree synthesis selected as its root buffer the cell clkbuf_8. The library cells used most frequently in the layout, excluding fill and tap cells, are 32 x dfxtp_1, 32 x clkdlybuf4s50_1, 20 x xor2_1. The yosys stat cell total came out at 127.

The clock drives 32 sinks. With the register area share after synthesis at 48.6%, the hold buffer count at cts is 0. The critical path goes through clkdlybuf4s50_1. Per the OpenROAD floorplan log, the area of the die is 10200 um^2. The run gives 0 for the diode insertion count for antenna repair. The detailed router placed 982 vias in this run. The floorplan step set the die height to 101 um. For the number of standard cells after synthesis, the log shows 127. The register bank with the most flops is divided_clocks.

The worst setup path is captured at a primary output. The synthesized netlist devotes 19.9% of its cell area to XOR and XNOR gates. Slowest library cell on the worst path: clkdlybuf4s50_1.

Input and output buffers added on the ports amount to 32. The run gives 12 as the pin count of the biggest net entering global routing. The hold violation count in the final report is 0, and the leakage power summed over all cells is 0.723 nW. In the final layout, the share of cells above drive strength 1 is 11.0%. The post-synthesis to final-layout area growth was 39.3%; the number of placement rows was 29. TritonCTS built the clock tree. The main logic family after synthesis is simple AND/OR/NAND/NOR gates. The global-route usage over all layers came out at 5.89%. The routed design shows a via density per instance of 4.09. Detailed placement ended at an HPWL of 2070 um. The area fraction in mux cells is 0%. The start-to-end type of the worst setup path is reg -> out. The clock-pin slew on the worst setup and hold paths came out at 0.07 ns. The critical path buffer and inverter count was 1. According to the Yosys statistics, the synthesized design has a chip area of 1320 um^2. The finished layout holds 240 standard cells, fillers aside.

H-tree depth: 2. The mean instance size in the synthesized netlist was 10.4 um^2. CTS reports a maximum clock tree buffer depth of 2. Looking at the cell usage after synthesis, the top flip-flop cell is dfxtp_1. The pin slew with the least headroom to its limit is 0.582 ns, and the worst slew margin relative to its limit is 61.1%.

The CTS report gives the tree buffer count as 5. The critical path's largest stage delay is 0.52 ns, and the post-CTS setup-driven buffer insertion count is 0. In the final timing run, aggregate negative setup slack is 0 ns. The placement summary gives the final routability congestion estimate as 0.751.

The worst VDD IR drop from the latest analysis is 129 uV. Total power normalized to cell area comes to 265 nW/um^2. Derived from the worst setup path, the maximum achievable clock frequency is 432 MHz. In this run the worst path has a maximum fanout of 6.

Counting tap cells, the placed design contains a total of 232 instances. The iteration count recorded for the first detailed-route pass is 4. At the later pin of the worst-skew pair, clock insertion delay measures 0.28 ns.

The post-route clock skew is 0.00686 ns, and the total chip power is 0.000487 W. The first global-routing pass estimated 4890 um of wire. Counting I/O delays and the setup requirement, the final critical path takes 2.31 ns. The number of resized instances in the post-cts repair step is 0.
per-layer routing:
layer	up-vias	part of all wire [%]	global-route usage [%]
met1	448	45	7.12
met5	-	0	0
li1	504	-	-
met3	4	12	3.53
met4	0	0.86	0.857
met2	26	42	9.04
cell usage after synthesis (2+ instances only):
master	instances	area [um^2]
dfxtp_1	32	641
xor2_1	20	175
nand3_1	10	50.1
xnor2_1	10	87.6
nand2_1	9	33.8
nor2_1	6	22.5
inv_1	5	18.8
nor4_2	5	62.6
and4_1	4	35.0
nor3_1	4	20.0
nor4_1	4	25.0
nand4_1	3	18.8
and3_1	2	12.5
buf_2	2	10.0
nand3_2	2	20.0
final cells by class:
| cell class | count | area (um^2) |
|---|---|---|
| flip-flops and latches | 32 | 641 |
| fillers | 639 | 4510 |
| well taps | 77 | 96.3 |
| clock inverters | 1 | 30.0 |
| clock buffers | 7 | 96.3 |
| repair buffers | 32 | 320 |
| multi-input cells | 86 | 634 |
| inverters | 5 | 18.8 |
power by group through the flow:
stage / logic [W] / registers [W] / clock network, W
finish: 0.000000000401 / 0.000236 / 0.000251
global route: 0.000000000401 / 0.000236 / 0.000273
CTS: 0.000000000401 / 0.000236 / 0.000262
path summary, 6_finish.rpt:
| path | from | endpoint | slack, ns | cells after the start |
|---|---|---|---|---|
| worst min-delay path | divided_clocks[31] | divided_clocks[31] | 0.45 | 1 |
| worst max register to register | divided_clocks[0] | divided_clocks[28] | 3.50 | 5 |
| worst min register to register | divided_clocks[31] | divided_clocks[31] | 0.45 | 1 |
| worst max-delay path | divided_clocks[2] | divided_clocks[2] | 3.09 | 1 |
kinds of logic after synthesis:
group	after synthesis
buffers and inverters	9
adder cells (fa/ha/maj)	1
flip-flops	32
AND/OR/NAND/NOR	55
XOR/XNOR	30
metrics by stage:
stage / cell area, um^2 / hold WS, ns / setup WS (ns) / utilization, %
after global placement: 1710 / 0.433 / 3.39 / 26.9
after global routing: 1840 / 0.487 / 2.98 / 28.9
after CTS: 1840 / 0.453 / 3.06 / 28.9
final: 1840 / 0.450 / 3.09 / 28.9
after detailed placement: 1710 / 0.437 / 3.38 / 26.9
after floorplan: 1320 / 0.394 / 3.83 / -
Power and IR drop assume default switching activity.
