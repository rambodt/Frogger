### ./run.sh
#!/bin/bash
# OpenROAD 26Q1-2900-gdf79404cd8, Yosys 0.63+post, stock flow scripts
make -C /OpenROAD-flow-scripts/flow DESIGN_CONFIG=/design/flow/config.mk WORK_HOME=/design/flow/orfs finish
### ./config.mk
export PLATFORM = sky130hd
export DESIGN_NAME = seg7
export DESIGN_NICKNAME = seg7
export VERILOG_FILES = /design/flow/design.v
export SDC_FILE = /design/flow/constraint.sdc
export NUM_CORES = 4
export LEC_CHECK = 1
export CORE_AREA = 10 10 70 70
export DIE_AREA = 0 0 80 80
### ./constraint.sdc
current_design seg7

set clk_period 1.2
set clk_io_pct 0.2

create_clock -name clk0 -period $clk_period

set non_clock_inputs [all_inputs -no_clocks]
set_input_delay [expr $clk_period * $clk_io_pct] -clock clk0 $non_clock_inputs
set_output_delay [expr $clk_period * $clk_io_pct] -clock clk0 [all_outputs]
### ./design.v
module seg7 (bcd, inverse);
 input logic [3:0] bcd;
 logic [6:0] leds;
  output logic [6:0] inverse;
 always_comb begin
 case (bcd)
 4'b0000: leds = 7'b0111111;  
 4'b0001: leds = 7'b0000110;  
 4'b0010: leds = 7'b1011011;  
 4'b0011: leds = 7'b1001111;  
 4'b0100: leds = 7'b1100110;  
 4'b0101: leds = 7'b1101101;  
 4'b0110: leds = 7'b1111101;  
 4'b0111: leds = 7'b0000111;  
 4'b1000: leds = 7'b1111111;  
 4'b1001: leds = 7'b1101111;  
 default: leds = 7'bX;
 endcase
 end
 assign inverse = ~leds;
endmodule
==> ci_impl_report.md <==
## PnR job results

| Metric | Value |
|---|---|
| Crit path max fanout | 3 |
| P_int | 72.8 uW |
| Setup TNS Final | -0.00674 ns |
| Count of cell types in the netlist | 14 |
| Rel. slew slack | 0.848 |
| First-pass GRT wire length | 979 um |
| Slew at the pin with the worst max-slew slack | 0.228 ns |
| Switching share of total power | 0.441 |
| # diodes | 0 |
| Routed wire length | 631 um |
| Sw power | 57.4 uW |
| Avg Vias per Cell | 2.42 |
| RSZ-0062 raised after global routing | yes |
| Vias in the first global route | 217 |
| Fin. max-slew vios | 0 |
| GRT Util Overall | 0.0182 |
| Status | finished with violations |
| # Max-Cap Violations | 0 |
| Detailed Route Iter0 Violations | 10 |
| Detail Route Antenna Nets | 0 |
| Grt ovf | 0 |
| FP Core Util | 0.0516 |
| Io pins | 11 |
| Crit path from | bcd[0] |
| Final Setup Violations | 1 |
| Mapped Area | 176 um2 |
| Gate power share | 1.000 |
| Cells in synth_stat.txt | 23 |
| Wirelength per Cell | 7.60 um |
| Kind of critical path | input port to output port |
| Yosys warnings | 1 |
| Drt first pass iters | 2 |
| PortBufs | 11 |
| Clock Power Share | 0 |
| Largest net degree at the start of global routing | 9 |
| Worst Setup EP | inverse[3] |
| P_leak | 0.000187 uW |
| Post-layout min period | 1.21 ns |
| Chip Area | 0.00640 mm2 |
| Area added between synthesis and finish | 170% |
| FF+latch area | 0 um2 |
| Failing checks | negative setup slack |
| Final worst-path cycle share | 1.01 |
| Worst path required time | 0.96 ns |
| Vias | 201 |
| Synth Seq Share | 0 |
| GP Congestion | 0.706 |
| Worst setup margin | -0.00674 ns |
| Layout cells sized above 1 | 0.865 |
| Hold Vio Cnt, Final | 0 |
| Yosys Chip Area | 176 um2 |
| Initial antenna violation count | 0 |
| Std-Cell Core Area | 0.00342 mm2 |
| DRC viols | 0 |
| Fmax | 0.829 GHz |
| Total power divided by cell area | 274 mW/mm2 |
| Registers | 0 |
| Clock buffers | 0 |
| Setup crit start kind | input port |
| Worst hold path class | input port to output port |
| Hold Buf Count CTS | 0 |
| Tool Warnings | 38 |
| Die Span Y | 80 um |
| Sequential share of power | 0 |
| Final hold slack | 0.840 ns |
| WP data arrival | 0.97 ns |
| Post-DP HPWL | 504 um |
| Max VDD drop | 0.0406 mV |
| Syn Area/Cell | 7.67 um2 |
| FP Rows | 21 |
| Die width | 80 um |
| Mapped Cells | 23 |
| CP Capture Type | output port |
synthesized netlist by cell type:
master,number,area (um2)
ha_1,5,62.6
nand2_1,3,11.3
a21oi_1,2,10.0
inv_1,2,7.51
nand2b_1,2,12.5
buf_2,1,5.00
nor2_1,1,3.75
nor2b_1,1,6.26
nor2b_2,1,8.76
nor2b_4,1,13.8
nor3_1,1,5.00
nor3_2,1,10.0
nor3b_1,1,7.51
o31ai_2,1,12.5
stage by stage:
stage	area, um2	setup WS (ns)	std cells	utilization	power, uW
finish	475	-0.00674	83	0.139	130
floorplan	176	0.162	23	-	35.0
detailed placement	369	-0.957	83	0.108	96.1
global route	475	-0.0571	83	0.139	143
CTS	473	-0.0499	85	0.138	129
global placement	369	-0.927	83	0.108	94.9
layer usage:
metal	wire length, um	vias to the layer above	track usage
met4	0	0	0
met1	265	91	0.0198
met5	0	-	0
li1	-	103	-
met2	305	7	0.0361
met3	60	0	0.00455
power by group through the flow:
| stage | combinational [uW] | sequential, uW | clock [uW] |
|---|---|---|---|
| 6_report | 130 | 0 | 0 |
| 5_1_grt | 143 | 0 | 0 |
| 4_1_cts | 129 | 0 | 0 |
critical path: stages:
cell,delay (ns)
buf_8,0.11
inv_8,0.06
ha_4,0.19
nand2b_4,0.13
a21oi_2,0.13
buf_2,0.11
area by class of cell:
type	instances	area [um2]
fillers	388	2940
inverters	2	22.5
multi-input cells	20	279
well taps	46	57.6
repair buffers	15	116
cells in the final DEF, fill, tap and decap left out, drive strengths merged:
| master | count |
|---|---|
| a21oi | 2 |
| clkbuf | 1 |
| nand2 | 3 |
| nand2b | 2 |
| nor3b | 1 |
| nor3 | 2 |
| nor2b | 3 |
| inv | 2 |
| buf | 14 |
| o31ai | 1 |
| nor2 | 1 |
| ha | 5 |
cells by family after synthesis:
family          after synthesis  share of synthesized area
compound gates                3                      0.128
fa+ha+maj                     5                      0.355
buf+inv                       3                     0.0709
simple gates                 12                      0.447
worst min-delay path by stage:
stage | start | end | slack (ns) | depth (start not counted)
after global routing | bcd[3] | inverse[5] | 0.87 | 3
final | bcd[3] | inverse[2] | 0.84 | 3
after CTS | bcd[0] | inverse[4] | 0.88 | 5
timing repair:
action,4_1_cts,5_1_grt
setup buffers,2,0
pin swaps,9,5
cloned,0,0
gates resized,65,9
endpoints found under the setup margin,7,4
No activity file was given, so power comes from the tool's default toggle rates.
